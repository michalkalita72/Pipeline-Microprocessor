### design/flow/config.mk
export PLATFORM = sky130hd
export DESIGN_NAME = regfile
export DESIGN_NICKNAME = regfile
export VERILOG_FILES = /design/flow/design.v
export SDC_FILE = /design/flow/constraint.sdc
export NUM_CORES = 4
export LEC_CHECK = 1
export CORE_UTILIZATION = 30
### design/flow/constraint.sdc
current_design regfile

set clk_period 18.7
set clk_io_pct 0.2

create_clock -name clk0 -period $clk_period [get_ports {clk}]

set non_clock_inputs [all_inputs -no_clocks]
set_input_delay [expr $clk_period * $clk_io_pct] -clock clk0 $non_clock_inputs
set_output_delay [expr $clk_period * $clk_io_pct] -clock clk0 [all_outputs]
### design/flow/design.v
package mike_cache_types;
typedef enum bit [1:0] {
    byte_enable = 2'b00,
    f_enable    = 2'b01,
    zero_enable = 2'b10
} bytemux_sel_t;
typedef enum bit {
    pmem_data = 1'b0,
    cpu_data  = 1'b1
} datamuxin_sel_t;
typedef enum bit {
    dataout_way0 = 1'b0,
    dataout_way1  = 1'b1
} datamuxout_sel_t;
typedef enum bit [1:0]{
    cpu = 2'b00,
    cache_way0  = 2'b01,
    cache_way1  = 2'b10
} addressmuxout_sel_t;
endpackage : mike_cache_types
package pcmux;
typedef enum bit [1:0] {
    pc_plus4  = 2'b00
    ,alu_out  = 2'b10
    ,alu_mod2 = 2'b11
} pcmux_sel_t;
endpackage
package branchmux;
typedef enum bit {
    pc_plus4   = 1'b0
    ,pcmux_out = 1'b1
}static_branch_sel_t;
endpackage
package nopmux;
typedef enum bit {
    inst_rdata   = 1'b0
    ,nop         = 1'b1
}nop_rdata_sel_t;
typedef enum bit {
    if_id        = 1'b0
    ,if_id_nop   = 1'b1
}nop_if_id_sel_t;
typedef enum bit {
    id_ex        = 1'b0
    ,id_ex_nop   = 1'b1
}nop_id_ex_sel_t;
endpackage
package marmux;
typedef enum bit {
    pc_out = 1'b0
    ,alu_out = 1'b1
} marmux_sel_t;
endpackage
package cmpmux;
typedef enum bit {
    rs2_out = 1'b0
    ,i_imm = 1'b1
} cmpmux_sel_t;
endpackage
package alumux;
typedef enum bit {
    rs1_out = 1'b0
    ,pc_out = 1'b1
} alumux1_sel_t;
typedef enum bit [2:0] {
    i_imm    = 3'b000
    ,u_imm   = 3'b001
    ,b_imm   = 3'b010
    ,s_imm   = 3'b011
    ,j_imm   = 3'b100
    ,rs2_out = 3'b101
} alumux2_sel_t;
endpackage
package forwardmux;
typedef enum bit [1:0]{
    id_ex_rs1_out   = 2'b00
    ,ex_mem_rs1_out = 2'b01
    ,mem_wb_rs1_out = 2'b10
}forwardmux1_sel_t;
typedef enum bit [1:0]{
    id_ex_rs2_out   = 2'b00
    ,ex_mem_rs2_out = 2'b01
    ,mem_wb_rs2_out = 2'b10
}forwardmux2_sel_t;
typedef enum bit {
    rs2_out         = 1'b0
    ,regfilemux_out = 1'b1
}forwardmux_mem_sel_t;
typedef enum bit {
    ctrl_word        = 1'b0
    ,nop             = 1'b1
}id_ex_mux_sel_t;
endpackage
package regfilemux;
typedef enum bit [3:0] {
    alu_out   = 4'b0000
    ,br_en    = 4'b0001
    ,u_imm    = 4'b0010
    ,lw       = 4'b0011    
    ,pc_plus4 = 4'b0100
    ,lb        = 4'b0101   
    ,lbu       = 4'b0110   
    ,lh        = 4'b0111   
    ,lhu       = 4'b1000   
} regfilemux_sel_t;
endpackage
interface rvfi_itf(input clk, input rst);
    logic halt;
    logic commit;
    logic [63:0] order;
    logic [31:0] inst;
    logic trap;
    logic [4:0] rs1_addr;
    logic [4:0] rs2_addr;
    logic [31:0] rs1_rdata;
    logic [31:0] rs2_rdata;
    logic load_regfile;
    logic [4:0] rd_addr;
    logic [31:0] rd_wdata;
    logic [31:0] pc_rdata;
    logic [31:0] pc_wdata;
    logic [31:0] mem_addr;
    logic [3:0] mem_rmask;
    logic [3:0] mem_wmask;
    logic [31:0] mem_rdata;
    logic [31:0] mem_wdata;
    logic [15:0] errcode;
endinterface
module regfile
(
    input clk,
    input rst,
    input load,
    input [31:0] in,
    input [4:0] src_a, src_b, dest,
    output logic [31:0] reg_a, reg_b
);
logic [31:0] data [32];
always_ff @(posedge clk)
begin
    if (rst)
    begin
        for (int i=0; i<32; i=i+1) begin
            data[i] <= '0;
        end
    end
    else if (load && dest)
    begin
        data[dest] <= in;
    end
end
always_comb
begin
    reg_a = src_a ? data[src_a] : 0;
    reg_b = src_b ? data[src_b] : 0;
    if (src_a && load & (src_a == dest)) begin
        reg_a = in;
    end
    if (src_b && load && (src_b == dest)) begin
        reg_b = in;
    end
end
endmodule : regfile
### design/flow/run.sh
#!/bin/bash
# OpenROAD 26Q1-2900-gdf79404cd8, Yosys 0.63+post, stock flow scripts
make -C /OpenROAD-flow-scripts/flow DESIGN_CONFIG=/design/flow/config.mk WORK_HOME=/design/flow/orfs finish
==> results.sh <==
# physical design summary
export IMPL_status="completed"
export IMPL_hold_viol_final=0
export IMPL_pre_cts_ws_ns=6.97
export IMPL_die_h_um=432
export IMPL_flop_cell="edfxtp_1"
export IMPL_port_buffers=113
export IMPL_grtUsageMet1=0.256
export IMPL_drv_slew=0
export IMPL_drtIter0Drc=2676
export IMPL_hold_end="data[0][10]"
export IMPL_grt_pass1_vias=38200
export IMPL_largest_reg_flops=1024
export IMPL_cap_violations=0
export IMPL_ioPinCount=114
export IMPL_holdBufCountCts=0
export IMPL_regArea_um2=30700
export IMPL_critPathMaxStageDelay_ns=1.23
export IMPL_clock_fmax_mhz=84.7
export IMPL_relSlewSlack=0.0510
export IMPL_min_delay_start="rst"
export IMPL_syn_inst=3775
export IMPL_avgSynthCellArea_um2=14.7
export IMPL_grt_usage=0.240
export IMPL_synth_async_reset_ratio=0
export IMPL_setup_viol=0
export IMPL_fin_ws_ns=6.89
export IMPL_place_congestion=0.918
export IMPL_rsz0062_at_grt="false"
export IMPL_clockBufferDepth=3
export IMPL_drt_pass1_iterations=7
export IMPL_viasPerCell=5.66
export IMPL_vias=35900
export IMPL_tool_warnings=26
export IMPL_ctsResizeCount=0
export IMPL_grt_max_degree=89
export IMPL_grt_pass1_wl_mm=292
export IMPL_wire_per_inst_um=33.0
export IMPL_globalRoute_busiestLayer="met2"
export IMPL_path_cells="buf_8 > buf_4 > buf_4 > nor2_1 > a2111oi_0 > nor3_1 > o41ai_1 > clkdlybuf4s50_1"
export IMPL_tns_ns=0
export IMPL_power_density_nw_per_um2=88.1
export IMPL_top_register="data"
export IMPL_hold_depth=1
export IMPL_power_leakage_nw=21.1
export IMPL_power_switching_share=0.255
export IMPL_cp_max_fo=57
export IMPL_drive_above_1_share=0.229
export IMPL_power_switching_w=0.00141
export IMPL_num_rows=157
export IMPL_antenna_found_initial=11
export IMPL_seq_power_share=0.490
export IMPL_numCtsBuffers=109
export IMPL_comb_area_um2=23300
export IMPL_period_needed_ns=11.81
export IMPL_synth_flops=1024
export IMPL_postCtsSetupBuffers=0
export IMPL_core_area_um2=183000
export IMPL_worst_endpoint_arrival_ns=8.07
export IMPL_cts_root_buffer="clkbuf_16"
export IMPL_ir_drop_mv=0.0804
export IMPL_power_frac_comb=0.131
export IMPL_cts_tree="built"
export IMPL_clockPowerShare=0.379
export IMPL_end_kind="output port"
export IMPL_synth_warnings=1
export IMPL_worstPathRequired_ns=14.96
export IMPL_setup_worst_path_start_class="primary input"
export IMPL_ys_seq_frac=0.554
export IMPL_ys_cells=3775
export IMPL_grt_overflow=0
export IMPL_use_met3=0.173
export IMPL_ys_area_um2=55500
export IMPL_worstMarginPinSlew_ns=1.41
export IMPL_ys_types=54
export IMPL_cp_common_cell="buf_4"
export IMPL_holdWs_ns=3.62
export IMPL_drc=0
export IMPL_ant_nets=0
export IMPL_routed_wl_mm=210
export IMPL_die_w_um=432
export IMPL_grtUsageMet2=0.355
export IMPL_dieArea_um2=187000
export IMPL_path_class="in -> out"
export IMPL_initCoreUtil=0.303
export IMPL_min_period_over_period=0.631
export IMPL_fillers=17200
export IMPL_cts_max_level=3
export IMPL_cts_sinks=1024
export IMPL_slowest_stage="o41ai_1"
export IMPL_p_int_w=0.00413
export IMPL_reg_largest_list="data: 1024 flops"
export IMPL_hp_class="in -> reg"
export IMPL_area_growth_pct=13.4
export IMPL_edf_count=1024
export IMPL_netlist_area_um2=55500
export IMPL_path_clk_slew_ns=0.06
export IMPL_place_hpwl_mm=122
worst max path at each step:
stage / to / slack, ns / cells past startpoint / start
global route: reg_a[6] / 6.76 / 9 / src_a[0]
finish: reg_b[6] / 6.89 / 8 / src_b[1]
CTS: reg_a[17] / 6.95 / 9 / src_a[0]
layer usage:
layer	routed length, um	vias to the layer above	part of all wire
li1	-	14700	-
met1	65600	17700	0.31
met2	96300	2864	0.46
met3	35200	656	0.17
met4	12500	12	0.060
met5	211	-	0.0010
cell usage in the layout, fill, tap and decap left out, types with 45 or more instances in the layout:
cell             synthesis  final
buf_4                   27    171
nor2b_1                 49     45
a21oi_1                 64     63
a211oi_1                59     59
edfxtp_1              1024   1024
mux4_2                 420    420
clkbuf_16                0    111
clkdlybuf4s50_1          0    103
o22ai_1                 63     63
a22o_1                  95     95
a22oi_1                 48     48
mux2i_1                180    180
and2_1                 994    993
cell usage after synthesis (all sizes together) (2+ instances only):
cell / n / area share
a2111oi: 58 / 0.013
a211oi: 59 / 0.0080
a21oi: 64 / 0.0058
a221oi: 3 / 0.00047
a22o: 95 / 0.015
a22oi: 48 / 0.0065
and2: 994 / 0.11
buf: 145 / 0.016
clkbuf: 273 / 0.018
edfxtp: 1024 / 0.55
mux2i: 180 / 0.032
mux4: 420 / 0.17
nand2: 22 / 0.0017
nand2b: 5 / 0.00056
nand3: 5 / 0.00045
nand3b: 18 / 0.0024
nor2: 66 / 0.0045
nor2b: 49 / 0.0055
nor3: 16 / 0.0014
nor3b: 2 / 0.00036
o211ai: 2 / 0.00027
o21ai: 6 / 0.00061
o221ai: 32 / 0.0050
o22ai: 63 / 0.0071
o311ai: 27 / 0.0043
o41ai: 13 / 0.0021
or2: 33 / 0.0037
or3: 4 / 0.00045
or3b: 3 / 0.00047
or4b: 27 / 0.0049
xnor2: 8 / 0.0013
xor2: 2 / 0.00032
cells by family (layout without fill, tap and decap cells):
family,after synthesis,in the layout,share of synthesized area
DFF,1024,1024,0.554
AOI/OAI and AO/OA,472,472,0.0679
buffers and inverters,418,482,0.0346
and+or+nand+nor,1249,1249,0.139
other,1,46,0.0000675
muxes,601,601,0.203
xor gates and xnor gates,10,10,0.00158
critical path, delay by kind of cell:
family,cells,cell delay (ns)
AOI/OAI and AO/OA,2,1.63
and+or+nand+nor,2,0.24
buffers and inverters,4,2.34
per-stage QoR:
stage | instances | power, W | utilization | instance area (um^2)
CTS | 6334 | 0.00557 | 0.343 | 62900
floorplan | 3806 | 0.00315 | - | 55700
finish | 6348 | 0.00555 | 0.343 | 63000
detailed placement | 6136 | 0.00348 | 0.325 | 59600
global route | 6334 | 0.00570 | 0.343 | 62900
global placement | 6136 | 0.00348 | 0.325 | 59600
power groups by stage:
stage         logic [W]  registers, W  clock network [W]
CTS            0.000725       0.00272            0.00212
global route   0.000761       0.00273            0.00221
finish         0.000728       0.00272            0.00210
cell type report:
class	count	area share
multi-input cells	2364	0.370
repair buffers	284	0.0390
diodes	14	0.000556
well taps	2464	0.0490
flip-flops and latches	1024	0.488
clock buffers	136	0.0456
clock inverters	62	0.00779
Power is estimated from default activity; no workload was simulated.
