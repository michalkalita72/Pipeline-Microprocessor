<file path="/design/flow/design.v">
package mike_cache_types;
typedef enum bit [1:0] {
    byte_enable = 2'b00,
    f_enable    = 2'b01,
    zero_enable = 2'b10
} bytemux_sel_t;
typedef enum bit {
    pmem_data = 1'b0,
    cpu_data  = 1'b1
} datamuxin_sel_t;
typedef enum bit {
    dataout_way0 = 1'b0,
    dataout_way1  = 1'b1
} datamuxout_sel_t;
typedef enum bit [1:0]{
    cpu = 2'b00,
    cache_way0  = 2'b01,
    cache_way1  = 2'b10
} addressmuxout_sel_t;
endpackage : mike_cache_types
package pcmux;
typedef enum bit [1:0] {
    pc_plus4  = 2'b00
    ,alu_out  = 2'b10
    ,alu_mod2 = 2'b11
} pcmux_sel_t;
endpackage
package branchmux;
typedef enum bit {
    pc_plus4   = 1'b0
    ,pcmux_out = 1'b1
}static_branch_sel_t;
endpackage
package nopmux;
typedef enum bit {
    inst_rdata   = 1'b0
    ,nop         = 1'b1
}nop_rdata_sel_t;
typedef enum bit {
    if_id        = 1'b0
    ,if_id_nop   = 1'b1
}nop_if_id_sel_t;
typedef enum bit {
    id_ex        = 1'b0
    ,id_ex_nop   = 1'b1
}nop_id_ex_sel_t;
endpackage
package marmux;
typedef enum bit {
    pc_out = 1'b0
    ,alu_out = 1'b1
} marmux_sel_t;
endpackage
package cmpmux;
typedef enum bit {
    rs2_out = 1'b0
    ,i_imm = 1'b1
} cmpmux_sel_t;
endpackage
package alumux;
typedef enum bit {
    rs1_out = 1'b0
    ,pc_out = 1'b1
} alumux1_sel_t;
typedef enum bit [2:0] {
    i_imm    = 3'b000
    ,u_imm   = 3'b001
    ,b_imm   = 3'b010
    ,s_imm   = 3'b011
    ,j_imm   = 3'b100
    ,rs2_out = 3'b101
} alumux2_sel_t;
endpackage
package forwardmux;
typedef enum bit [1:0]{
    id_ex_rs1_out   = 2'b00
    ,ex_mem_rs1_out = 2'b01
    ,mem_wb_rs1_out = 2'b10
}forwardmux1_sel_t;
typedef enum bit [1:0]{
    id_ex_rs2_out   = 2'b00
    ,ex_mem_rs2_out = 2'b01
    ,mem_wb_rs2_out = 2'b10
}forwardmux2_sel_t;
typedef enum bit {
    rs2_out         = 1'b0
    ,regfilemux_out = 1'b1
}forwardmux_mem_sel_t;
typedef enum bit {
    ctrl_word        = 1'b0
    ,nop             = 1'b1
}id_ex_mux_sel_t;
endpackage
package regfilemux;
typedef enum bit [3:0] {
    alu_out   = 4'b0000
    ,br_en    = 4'b0001
    ,u_imm    = 4'b0010
    ,lw       = 4'b0011    
    ,pc_plus4 = 4'b0100
    ,lb        = 4'b0101   
    ,lbu       = 4'b0110   
    ,lh        = 4'b0111   
    ,lhu       = 4'b1000   
} regfilemux_sel_t;
endpackage
interface rvfi_itf(input clk, input rst);
    logic halt;
    logic commit;
    logic [63:0] order;
    logic [31:0] inst;
    logic trap;
    logic [4:0] rs1_addr;
    logic [4:0] rs2_addr;
    logic [31:0] rs1_rdata;
    logic [31:0] rs2_rdata;
    logic load_regfile;
    logic [4:0] rd_addr;
    logic [31:0] rd_wdata;
    logic [31:0] pc_rdata;
    logic [31:0] pc_wdata;
    logic [31:0] mem_addr;
    logic [3:0] mem_rmask;
    logic [3:0] mem_wmask;
    logic [31:0] mem_rdata;
    logic [31:0] mem_wdata;
    logic [15:0] errcode;
endinterface
module cacheline_adaptor
(
    input logic clk,
    input logic reset_n,
    input logic [255:0] line_i,
    output logic [255:0] line_o,
    input logic [31:0] address_i,
    input logic read_i,
    input logic write_i,
    output logic resp_o,
    input logic [63:0] burst_i,
    output logic [63:0] burst_o,
    output logic [31:0] address_o,
    output logic read_o,
    output logic write_o,
    input logic resp_i
);
    typedef enum bit [2:0] {IDLE, WAITR, WAITW, R, W, DONE} macro_t;
    struct packed {
        macro_t macro;
        logic [1:0] count;
    } state;
    localparam logic [1:0] maxcount = 2'b11;
    logic [255:0] linebuf;
    logic [31:0] addressbuf;
    assign line_o = linebuf;
    assign address_o = addressbuf;
    assign burst_o = linebuf[64 * state.count +: 64];
    assign read_o = ((state.macro == WAITR) || (state.macro == R));
    assign write_o = ((state.macro == WAITW) || (state.macro == W));
    assign resp_o = state.macro == DONE;
    enum bit [1:0] {READ_OP, WRITE_OP, NO_OP} op;
    assign op = read_i ? READ_OP : write_i ? WRITE_OP : NO_OP;
    always_ff @(posedge clk) begin
        if (~reset_n) begin
            state.macro <= IDLE;
        end
        else begin
            case (state.macro)
            IDLE: begin
                case (op)
                    NO_OP: ;
                    WRITE_OP: begin
                        state.macro <= WAITW;
                        linebuf <= line_i;
                        addressbuf <= address_i;
                        state.count <= 2'b00;
                    end
                    READ_OP: begin
                        state.macro <= WAITR;
                        addressbuf <= address_i;
                    end
                endcase
            end
            WAITR: begin
                if (resp_i) begin
                    state.macro <= R;
                    state.count <= 2'b01;
                    linebuf[63:0] <= burst_i;
                end
            end
            WAITW: begin
                if (resp_i) begin
                    state.macro <= W;
                    state.count <= 2'b01;
                end
            end
            R: begin
                if (state.count == maxcount) begin
                    state.macro <= DONE;
                end
                linebuf[64*state.count +: 64] <= burst_i;
                state.count <= state.count + 2'b01;
            end
            W: begin
                if (state.count == maxcount) begin
                    state.macro <= DONE;
                end
                state.count <= state.count + 2'b01;
            end
            DONE: begin
                state.macro <= IDLE;
            end
            endcase
        end
    end
endmodule : cacheline_adaptor
</file>
<file path="/design/flow/run.sh">
#!/bin/bash
# OpenROAD 26Q1-2900-gdf79404cd8, Yosys 0.63+post, stock flow scripts
make -C /OpenROAD-flow-scripts/flow DESIGN_CONFIG=/design/flow/config.mk WORK_HOME=/design/flow/orfs finish
</file>
<file path="/design/flow/config.mk">
export PLATFORM = sky130hd
export DESIGN_NAME = cacheline_adaptor
export DESIGN_NICKNAME = cacheline_adaptor
export VERILOG_FILES = /design/flow/design.v
export SDC_FILE = /design/flow/constraint.sdc
export NUM_CORES = 4
export LEC_CHECK = 1
export CORE_AREA = 10 10 340 340
export DIE_AREA = 0 0 350 350
</file>
<file path="/design/flow/constraint.sdc">
current_design cacheline_adaptor

set clk_period 15.5
set clk_io_pct 0.2

create_clock -name clk0 -period $clk_period [get_ports {clk}]

set non_clock_inputs [all_inputs -no_clocks]
set_input_delay [expr $clk_period * $clk_io_pct] -clock clk0 $non_clock_inputs
set_output_delay [expr $clk_period * $clk_io_pct] -clock clk0 [all_outputs]
</file>
==> reports/results.ini <==
[synth]
ys_area_mm2 = 0.0161
top_cells_by_area = edfxtp_1 (54%), mux4_2 (9.0%), nor2b_1 (7.7%)
yosys.stat.seqShare = 0.546
ys_types = 37
synth_area_leader_cell = edfxtp_1
edf_count = 290
yosys.area.top_type_share = 0.543
avgSynthCellArea_um2 = 10.7
async_reset_ff_frac = 0
ys_ff = 293
synthCells = 1506
ys_cells = 1506
synthFlopType = edfxtp_1
yosys_warnings = 1
syn_area_mm2 = 0.0161

[final_layout]
drive_above_1_share = 0.0771
syn_to_final_growth_pct = 61.6
lay_top_cells = clkdlybuf4s50_1 (711), edfxtp_1 (290), nand2_1 (199), nor2b_1 (197), a21oi_1 (192)
logic_area_mm2 = 0.00682
final.fill_count = 11400
final_util = 0.239
lay_top_count = clkdlybuf4s50_1
fin_cells = 3607
flop_area_mm2 = 0.00877
fin_area_mm2 = 0.0259

[timing]
final_hold_viol_count = 0
worstMarginPinSlew_ns = 0.782
clock_skew_ns = 0.0242
period_used_share = 0.405
rsz0062_at_grt = no
drv_slew = 0
whs_ns = 0.648
period_minus_slack_ns = 6.27
relSlewSlack = 0.478
fin_setup_tns_ns = 0
max_freq_mhz = 159
setup_violations = 0

[floorplanning]
dieArea_mm2 = 0.123
dieHeight_um = 350
core_mm2 = 0.109
die_w_um = 350
rows = 121
initCoreUtil = 0.148
io_pins = 712

[clock_network]
clk_path_buf_depth = 3
htreeDepth = 2
clock_sinks = 293
cts-root-buf = clkbuf_16
cts_inserted_buffers = 38
cts_tree = built
ctsHoldBuffers = 0
insertion_delay_ns = 0.58
post-cts-setup-buffers = 0
clkTransAtPathRegs_ns = 0.06
cts_resized = 0

[power]
peakVddDrop_uv = 66.8
comb_power_share = 0.419
switchingPower_mw = 1.26
intPower_mw = 2.24
leakage_nw = 8.88
p_clk_frac = 0.249
p_sw_frac = 0.360
powerDensity_mw_per_mm2 = 135
seq_power_share = 0.332

[detailed_routing]
drtIter0Drc = 1038
wl_per_cell_um = 24.7
vias = 15100
postRouteWirelength_um = 89200
vias_per_cell = 4.20
drt_pass1_iterations = 5
drcViolationCount = 0
drtAntennaViolNets = 0

[critical_path]
worstSetupEndpointType = output port
arrival_ns = 3.17
path_max_fanout = 30
worstPathRequired_ns = 12.40
critPathKind = flop to output port
start_kind = flop

[grt]
grt_pass1_wl_um = 123000
antenna_found_initial = 19
grt_max_degree = 79
first_global_vias = 15900
grt_usage = 0.143
grt_overflow = 0

[job]
warnings = 29
drv_cap = 0

[placement]
gp_congestion = 0.946
place_area_mm2 = 0.0248
placed_cells = 3539
hpwl_um = 67900
io_buffer_count = 711

[run_status]
status = complete, no violations

[worst_hold_path]
hp-class = flop to flop

cell type report:
class                           instances  share of cell area
Clock buffer                           46              0.0378
Timing Repair Buffer                  747               0.285
Multi-Input combinational cell       1080               0.263
Clock inverter                         20             0.00752
Antenna cell                            2            0.000193
Inverter                                5            0.000820
Sequential cell                       293               0.338
Tap cell                             1414              0.0682
metrics by stage:
stage	power [mW]	setup WS, ns
2_1_floorplan	1.82	2.10
3_3_place_gp	2.68	8.92
3_5_place_dp	2.69	8.96
4_1_cts	3.59	9.10
5_1_grt	3.72	9.04
6_report	3.50	9.23
Yosys cell counts, types with 3 or more instances:
cell type	number
o21ai_0	180
nor3_1	3
a21oi_1	194
mux4_2	64
a221oi_1	64
ha_1	5
buf_4	5
inv_2	3
o21ai_1	14
nand2_1	201
nor2b_1	198
clkbuf_1	75
buf_1	11
edfxtp_1	290
nor2_1	134
buf_2	36
dfxtp_1	3
per-layer routing:
metal | vias to the layer above | share of wire | wire length, um | global-route usage
li1 | 6865 | - | - | -
met1 | 7243 | 0.35 | 31300 | 0.160
met2 | 846 | 0.48 | 43000 | 0.238
met3 | 148 | 0.13 | 11900 | 0.0783
met4 | 32 | 0.031 | 2770 | 0.0369
met5 | - | 0.0023 | 209 | 0
kinds of logic (layout without fill, tap and decap cells):
| group | Yosys count | in the layout | share of synthesized area |
|---|---|---|---|
| buf+inv | 133 | 818 | 0.0355 |
| other cells | 0 | 2 | 0 |
| simple gates | 544 | 544 | 0.160 |
| flops | 293 | 293 | 0.546 |
| mux | 67 | 67 | 0.0917 |
| xor+xnor | 1 | 1 | 0.000546 |
| compound gates | 463 | 463 | 0.162 |
| fa+ha+maj | 5 | 5 | 0.00390 |
path summary, 6_finish.rpt:
kind / from / to / slack (ns) / cells after the start
max reg2reg: state[4]$_SDFFE_PN0P_ / linebuf[240]$_DFFE_PP_ / 11.35 / 8
min reg2reg: linebuf[60]$_DFFE_PP_ / linebuf[60]$_DFFE_PP_ / 0.65 / 2
max: state[0]$_DFFE_PP_ / burst_o[31] / 9.23 / 4
min: linebuf[60]$_DFFE_PP_ / linebuf[60]$_DFFE_PP_ / 0.65 / 2
sequential cells by signal (all words and copies together) (netlist names):
name and count:
linebuf 256, addressbuf 32, state 5
worst max-delay path: stages (launching register included):
cell and delay (ns):
edfxtp_1 0.35, buf_4 0.41, buf_4 0.59, mux4_2 0.65
clkdlybuf4s50_1 0.46
power by group through the flow:
stage | clock [mW] | sequential (mW) | combinational [mW]
4_1_cts | 0.903 | 1.17 | 1.52
5_1_grt | 0.929 | 1.18 | 1.61
6_report | 0.873 | 1.16 | 1.47
No activity file was given, so power comes from the tool's default toggle rates.
