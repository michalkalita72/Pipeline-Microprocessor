[design/flow/run.sh]
#!/bin/bash
# OpenROAD 26Q1-2900-gdf79404cd8, Yosys 0.63+post, stock flow scripts
make -C /OpenROAD-flow-scripts/flow DESIGN_CONFIG=/design/flow/config.mk WORK_HOME=/design/flow/orfs finish
[design/flow/config.mk]
export PLATFORM = sky130hd
export DESIGN_NAME = cache_datapath
export DESIGN_NICKNAME = cache_datapath
export VERILOG_FILES = /design/flow/design.v
export SDC_FILE = /design/flow/constraint.sdc
export NUM_CORES = 4
export LEC_CHECK = 1
export CORE_UTILIZATION = 50
export SYNTH_MEMORY_MAX_BITS = 65536
[design/flow/constraint.sdc]
current_design cache_datapath

set clk_period 82.6
set clk_io_pct 0.2

create_clock -name clk0 -period $clk_period [get_ports {clk}]

set non_clock_inputs [all_inputs -no_clocks]
set_input_delay [expr $clk_period * $clk_io_pct] -clock clk0 $non_clock_inputs
set_output_delay [expr $clk_period * $clk_io_pct] -clock clk0 [all_outputs]
[design/flow/design.v]
package mike_cache_types;
typedef enum bit [1:0] {
    byte_enable = 2'b00,
    f_enable    = 2'b01,
    zero_enable = 2'b10
} bytemux_sel_t;
typedef enum bit {
    pmem_data = 1'b0,
    cpu_data  = 1'b1
} datamuxin_sel_t;
typedef enum bit {
    dataout_way0 = 1'b0,
    dataout_way1  = 1'b1
} datamuxout_sel_t;
typedef enum bit [1:0]{
    cpu = 2'b00,
    cache_way0  = 2'b01,
    cache_way1  = 2'b10
} addressmuxout_sel_t;
endpackage : mike_cache_types
package pcmux;
typedef enum bit [1:0] {
    pc_plus4  = 2'b00
    ,alu_out  = 2'b10
    ,alu_mod2 = 2'b11
} pcmux_sel_t;
endpackage
package branchmux;
typedef enum bit {
    pc_plus4   = 1'b0
    ,pcmux_out = 1'b1
}static_branch_sel_t;
endpackage
package nopmux;
typedef enum bit {
    inst_rdata   = 1'b0
    ,nop         = 1'b1
}nop_rdata_sel_t;
typedef enum bit {
    if_id        = 1'b0
    ,if_id_nop   = 1'b1
}nop_if_id_sel_t;
typedef enum bit {
    id_ex        = 1'b0
    ,id_ex_nop   = 1'b1
}nop_id_ex_sel_t;
endpackage
package marmux;
typedef enum bit {
    pc_out = 1'b0
    ,alu_out = 1'b1
} marmux_sel_t;
endpackage
package cmpmux;
typedef enum bit {
    rs2_out = 1'b0
    ,i_imm = 1'b1
} cmpmux_sel_t;
endpackage
package alumux;
typedef enum bit {
    rs1_out = 1'b0
    ,pc_out = 1'b1
} alumux1_sel_t;
typedef enum bit [2:0] {
    i_imm    = 3'b000
    ,u_imm   = 3'b001
    ,b_imm   = 3'b010
    ,s_imm   = 3'b011
    ,j_imm   = 3'b100
    ,rs2_out = 3'b101
} alumux2_sel_t;
endpackage
package forwardmux;
typedef enum bit [1:0]{
    id_ex_rs1_out   = 2'b00
    ,ex_mem_rs1_out = 2'b01
    ,mem_wb_rs1_out = 2'b10
}forwardmux1_sel_t;
typedef enum bit [1:0]{
    id_ex_rs2_out   = 2'b00
    ,ex_mem_rs2_out = 2'b01
    ,mem_wb_rs2_out = 2'b10
}forwardmux2_sel_t;
typedef enum bit {
    rs2_out         = 1'b0
    ,regfilemux_out = 1'b1
}forwardmux_mem_sel_t;
typedef enum bit {
    ctrl_word        = 1'b0
    ,nop             = 1'b1
}id_ex_mux_sel_t;
endpackage
package regfilemux;
typedef enum bit [3:0] {
    alu_out   = 4'b0000
    ,br_en    = 4'b0001
    ,u_imm    = 4'b0010
    ,lw       = 4'b0011    
    ,pc_plus4 = 4'b0100
    ,lb        = 4'b0101   
    ,lbu       = 4'b0110   
    ,lh        = 4'b0111   
    ,lhu       = 4'b1000   
} regfilemux_sel_t;
endpackage
interface rvfi_itf(input clk, input rst);
    logic halt;
    logic commit;
    logic [63:0] order;
    logic [31:0] inst;
    logic trap;
    logic [4:0] rs1_addr;
    logic [4:0] rs2_addr;
    logic [31:0] rs1_rdata;
    logic [31:0] rs2_rdata;
    logic load_regfile;
    logic [4:0] rd_addr;
    logic [31:0] rd_wdata;
    logic [31:0] pc_rdata;
    logic [31:0] pc_wdata;
    logic [31:0] mem_addr;
    logic [3:0] mem_rmask;
    logic [3:0] mem_wmask;
    logic [31:0] mem_rdata;
    logic [31:0] mem_wdata;
    logic [15:0] errcode;
endinterface
module array #(
    parameter s_index = 3,
    parameter width = 1
)
(
    clk,
    rst,
    read,
    load,
    rindex,
    windex,
    datain,
    dataout
);
localparam num_sets = 2**s_index;
input clk;
input rst;
input read;
input load;
input [s_index-1:0] rindex;
input [s_index-1:0] windex;
input [width-1:0] datain;
output logic [width-1:0] dataout;
logic [width-1:0] data [num_sets-1:0]  ;
logic [width-1:0] _dataout;
assign dataout = _dataout;
always_ff @(posedge clk)
begin
    if (rst) begin
        for (int i = 0; i < num_sets; ++i)
            data[i] <= '0;
    end
    else begin
        if (read)
            _dataout <= (load  & (rindex == windex)) ? datain : data[rindex];
        if(load)
            data[windex] <= datain;
    end
end
endmodule : array
module cache_datapath #(
    parameter s_offset = 5,
    parameter s_index  = 3,
    parameter s_tag    = 32 - s_offset - s_index,
    parameter s_mask   = 2**s_offset,
    parameter s_line   = 8*s_mask,
    parameter num_sets = 2**s_index
)
(
      input clk,
      input rst,
		input logic [31:0] mem_address,
      input logic [255:0] pmem_rdata,
      input logic [255:0] mem_wdata256,
      input logic [31:0] mem_byte_enable256,
      input logic tag_load_1,
      input logic tag_load_2,
      input logic dirty_load_1,
      input logic dirty_load_2,
		input logic dirty_datain_1,
      input logic dirty_datain_2,
      input logic lru_load,
      input logic lru_datain,
      input logic valid_load,
      input logic [1:0] valid_in,
      input logic [1:0] data1_write_en_sel,
      input logic [1:0]  data2_write_en_sel,
		input logic data1_datain_sel,
      input logic data2_datain_sel,
      input logic data_way_sel,
      input logic pmem_address_sel,
      output logic [31:0] pmem_address,
      output logic [255:0] data_way_out,
		output logic [23:0] tag1,
      output logic [23:0] tag2,
      output logic dirty_bit1,
      output logic dirty_bit2,
      output logic lru,
      output logic [1:0] valid
);
logic [23:0] lru_tag;
logic [255:0] way1_datain;
logic [255:0] way1_dataout;
logic [31:0] way1_write_en;
logic [255:0] way2_datain;
logic [255:0] way2_dataout;
logic [31:0] way2_write_en;
cache_datapath_muxes muxes(.*);
data_array way1
(
      .clk(clk),
      .rst(rst),
      .read(1'b1),
      .write_en(way1_write_en),
      .rindex(mem_address[7:5]),
      .windex(mem_address[7:5]),
      .datain(way1_datain),
      .dataout(way1_dataout)
);
data_array way2
(
      .clk(clk),
      .rst(rst),
      .read(1'b1),
      .write_en(way2_write_en),
      .rindex(mem_address[7:5]),
      .windex(mem_address[7:5]),
      .datain(way2_datain),
      .dataout(way2_dataout)
);
array #(.s_index(3), .width(1))
LRU(
      .clk(clk),
      .rst(rst),
      .read(1'b1),
      .load(lru_load),
      .rindex(mem_address[7:5]),
      .windex(mem_address[7:5]),
      .datain(lru_datain),
      .dataout(lru)
);
array #(.s_index(3), .width(2))
valid_array(
      .clk(clk),
      .rst(rst),
      .read(1'b1),
      .load(valid_load),
      .rindex(mem_address[7:5]),
      .windex(mem_address[7:5]),
      .datain(valid_in),
      .dataout(valid)
);
array #(.s_index(3), .width(1))
dirty_array1(
      .clk(clk),
      .rst(rst),
      .read(1'b1),
      .load(dirty_load_1),
      .rindex(mem_address[7:5]),
      .windex(mem_address[7:5]),
      .datain(dirty_datain_1),
      .dataout(dirty_bit1)
);
array #(.s_index(3), .width(1))
dirty_array2(
      .clk(clk),
      .rst(rst),
      .read(1'b1),
      .load(dirty_load_2),
      .rindex(mem_address[7:5]),
      .windex(mem_address[7:5]),
      .datain(dirty_datain_2),
      .dataout(dirty_bit2)
);
array #(.s_index(3), .width(24))
tag_array1 (
      .clk(clk),
      .rst(rst),
      .read(1'b1),
      .load(tag_load_1),
      .rindex(mem_address[7:5]),
      .windex(mem_address[7:5]),
      .datain(mem_address[31:8]),
      .dataout(tag1)
);
array  #(.s_index(3), .width(24))
tag_array2 (
      .clk(clk),
      .rst(rst),
      .read(1'b1),
      .load(tag_load_2),
      .rindex(mem_address[7:5]),
      .windex(mem_address[7:5]),
      .datain(mem_address[31:8]),
      .dataout(tag2)
);
endmodule : cache_datapath
module cache_datapath_muxes
(
	input logic lru, 
	input logic [23:0] tag1, 
	input logic [23:0] tag2,
	input logic data_way_sel, 
	input logic pmem_address_sel, 
	input logic [255:0] pmem_rdata,
	input logic [255:0] mem_wdata256,
	input logic [31:0] mem_byte_enable256,
	input logic [31:0] mem_address,
	input logic [255:0] way1_dataout,
	input logic [255:0] way2_dataout,
	input logic data1_datain_sel,
	input logic [1:0] data1_write_en_sel,
	input logic data2_datain_sel,
	input logic [1:0]  data2_write_en_sel,
	output logic [255:0] data_way_out,
	output logic [31:0] pmem_address,
	output logic [255:0] way1_datain,
	output logic [31:0] way1_write_en,
	output logic [255:0] way2_datain,
	output logic [31:0] way2_write_en
);
logic [23:0] lru_tag; 
always_comb begin
	if(lru)
		lru_tag = tag1; 
	else 
		lru_tag = tag2;
   if(data_way_sel == 1'b0) 
		data_way_out = way1_dataout;
   else 
		data_way_out = way2_dataout;
   if(pmem_address_sel == 1'b0) 
		pmem_address = {mem_address[31:5], 5'd0};
   else 
		pmem_address = {lru_tag, mem_address[7:5], 5'd0};   
end
always_comb begin
    if(data1_datain_sel == 1'b0)
			way1_datain = pmem_rdata;
    else
			way1_datain = mem_wdata256;
    if(data1_write_en_sel == 2'b00)
			way1_write_en = 32'd0;
    else if(data1_write_en_sel == 2'b01)
			way1_write_en = {{32{1'b1}}};
    else
			way1_write_en = mem_byte_enable256;
end
always_comb begin 
    if(data2_datain_sel == 1'b0)
			way2_datain = pmem_rdata;
    else 
			way2_datain = mem_wdata256;
    if(data2_write_en_sel == 2'b00)
			way2_write_en = 32'd0;
    else if(data2_write_en_sel == 2'b01)
			way2_write_en = {{32{1'b1}}};
    else 
			way2_write_en = mem_byte_enable256;            
end 
endmodule 
module data_array #(
    parameter s_offset = 5,
    parameter s_index = 3
)
(
    clk,
    rst,
    read,
    write_en,
    rindex,
    windex,
    datain,
    dataout
);
localparam s_mask   = 2**s_offset;
localparam s_line   = 8*s_mask;
localparam num_sets = 2**s_index;
input clk;
input rst;
input read;
input [s_mask-1:0] write_en;
input [s_index-1:0] rindex;
input [s_index-1:0] windex;
input [s_line-1:0] datain;
output logic [s_line-1:0] dataout;
logic [s_line-1:0] data [num_sets-1:0]  ;
logic [s_line-1:0] _dataout;
assign dataout = _dataout;
always_ff @(posedge clk)
begin
    if (rst) begin
        for (int i = 0; i < num_sets; ++i)
            data[i] <= '0;
    end
    else begin
        if (read)
            for (int i = 0; i < s_mask; i++)
                _dataout[8*i +: 8] <= (write_en[i] & (rindex == windex)) ?
                                      datain[8*i +: 8] : data[rindex][8*i +: 8];
        for (int i = 0; i < s_mask; i++)
        begin
            data[windex][8*i +: 8] <= write_en[i] ? datain[8*i +: 8] :
                                                    data[windex][8*i +: 8];
        end
    end
end
endmodule : data_array
==> changes_impl.md <==
### Changed

- Mapped cell area: 252000 um2
- Asr flop ratio synth: 0%
- Setup Crit Path Kind: input pin to output port
- Pre-CTS setup slack: 45780 ps
- DRT Pass-1 Iters: 8
- Initial antenna violation count: 58
- Distinct lib cells: 53
- Setup Fix Bufs, Post-CTS: 0
- Relative slew slack: 26.7%
- First-pass GRT wire length: 1270 mm
- Number of logged tool warnings: 35
- Gr ovfl total: 0
- Worst IR Drop VDD: 0.0248 mV
- Core Util, Final: 56.8%
- Commonest register cell after synthesis: edfxtp_1
- Vias in the first global route: 178000
- Final instance area: 285000 um2
- Final Worst Setup Slack: 45720 ps
- Yosys Instances: 21500
- Post-synth EDFFs: 5085
- Pre-Place Util: 50.2%
- WP buf/inv: 6
- Max Cap Viol: 0
- Req. time, crit path: 66080 ps
- Vias: 181000
- Worst Tran Pin Value: 1100 ps
- Ports: 938
- Final worst path period share: 44.6%
- Cell mode on critical path: buf_4
- Non-filler instance count after layout: 28900
- Rows: 260
- Vias/cell: 6.28
- Slew Limit Fails: 0
- Yosys top cell by area: edfxtp_1
- Crit path max-delay family: buffers and inverters
- Gpl congestion: 0.923
- Clk ins delay skew pair: 1100 ps
- Synthesis-to-layout area growth: 13.2%
- Critical-path maximum fanout: 44
- Ys flops: 5085
- Min Hold Slack: 619 ps
- Total CTS buffers: 568
- Ratio of cells with drive above 1 in the final layout: 12.3%
- Final setup TNS: 0 ps
- Syn Area/Cell: 11.7 um2
- WP data arrival: 20360 ps
- Count leader, synth: edfxtp_1
- CP max stage delay: 710 ps
- Largest net degree at the start of global routing: 106
- # DRC: 0
- Post-DP Area: 267000 um2
- Cells after synthesis: 21500
- CP max-delay cell: buf_4
- DP Cell Count: 27800
- CTS root buf: clkbuf_16
- Filler instances: 39800
- Total Routed Length: 891 mm
- Status: complete, no violations
- All-layer global routing usage: 37.9%
- Die Width: 711 um
- Synth Warn #: 5
- Yosys Chip Area: 252000 um2
- Cell area leaders: edfxtp_1, a21oi_1, nand2_1
- Cts hold-fix bufs: 0
- PostCTS Resize Cnt: 0
- Synth top area share: 60.7%
- Core area: 501000 um2
- Clock buffer depth: 4
- Post-synth top cells: edfxtp_1, nand2_1, a21oi_1, mux2i_1, clkbuf_1
- Max Fclk: 0.0271 GHz
- Cell chain of the critical path: buf_8 > buf_4 > buf_4 > buf_4 > buf_4 > mux2_2 > clkdlybuf4s50_1
- H-tree level count: 6
- CP Capture Type: output port
- Final hold violation count: 0
- PwrDens: 22.2 nW/um2
- Post-synthesis sequential area ratio: 60.7%
- Startpoint types: input pin
- Die area: 506000 um2
- Dpl hpwl: 529 mm
- Final clock skew: 76.9 ps
- CTS tree: built
- RSZ-0062 raised after global routing: no
- Tot Pwr: 6.33 mW
- Wire per inst: 30.9 um
- R2r setup slk: 80490 ps
- Leakage power: 101 nW
- Reg clk slew, reported paths: 60 ps
- DRT iter0 DRCs: 14200
- Hold Crit Class: flop to flop
- Setup violators final: 0
- CTS sink cnt: 5085
- Port bufs: 927
- Die Span Y: 711 um
- Min cycle time layout: 36880 ps
- Number of nets with antenna violations after routing: 0
worst paths after layout:
path,from,to,cells after the start
setup / recovery,data_way_sel,data_way_out[87],7
hold / removal,tag_array2.data[0][16]$_SDFFCE_PN0P_,tag_array2._dataout[16]$_DFFE_PN_,2
setup reg to reg,way2.data[7][164]$_SDFFCE_PN0P_,way2._dataout[164]$_DFFE_PN_,4
hold reg to reg,tag_array2.data[0][16]$_SDFFCE_PN0P_,tag_array2._dataout[16]$_DFFE_PN_,2
logic make-up after synthesis:
group	count (synthesis)	share of synthesized area, %
buffers and inverters	2097	3.55
DFF	5085	60.7
other	1	0.00149
AOI/OAI and AO/OA	6337	17.3
and+or+nand+nor	5979	10.2
muxes	1994	8.27
area by class of cell:
type                            count  area, um2  area share [%]
Antenna cell                       45        113          0.0395
Clock inverter                    262       2100           0.737
Tap cell                         6681       8360            2.93
Timing Repair Buffer             1636      15000            5.26
Multi-Input combinational cell  14300      91000            31.9
Sequential cell                  5085     153000            53.6
Inverter                           96        388           0.136
Clock buffer                      749      15400            5.39
flip-flops by register name, summed over array words and instances (netlist names), 2 cells and up:
register,count
tag_array2._dataout,24
way2.data,2048
valid_array._dataout,2
dirty_array2.data,8
tag_array1._dataout,24
valid_array.data,16
way1.data,2048
dirty_array1.data,8
tag_array2.data,192
tag_array1.data,192
way2._dataout,256
LRU.data,8
way1._dataout,256
worst register-to-register path, cell delays in order (launching register included):
cell and delay, ps:
edfxtp_1 330, mux2i_1 70, a211oi_1 310, a211oi_2 160
a21boi_1 900
cell usage in the layout (no fill, tap or decap), types with 43 or more instances in the layout:
| master | instances |
|---|---|
| a211oi_1 | 185 |
| a211oi_2 | 82 |
| a21boi_0 | 162 |
| a21boi_1 | 258 |
| a21oi_1 | 3906 |
| a21oi_4 | 60 |
| a221oi_1 | 43 |
| a221oi_2 | 61 |
| a221oi_4 | 124 |
| a22o_1 | 292 |
| a22oi_1 | 323 |
| and3_1 | 379 |
| buf_4 | 687 |
| clkbuf_1 | 159 |
| clkbuf_16 | 590 |
| clkdlybuf4s50_1 | 915 |
| clkinv_1 | 137 |
| clkinv_2 | 60 |
| diode_2 | 45 |
| edfxtp_1 | 5085 |
| inv_1 | 91 |
| mux2_2 | 660 |
| mux2i_1 | 1332 |
| nand2_1 | 4068 |
| nand2b_1 | 65 |
| nand3b_1 | 390 |
| nor2_1 | 867 |
| nor3b_1 | 153 |
| o21ai_0 | 199 |
| o221a_2 | 153 |
| o2bb2ai_1 | 279 |
| o41ai_4 | 92 |
report_power, final:
part	internal, mW	switching [mW]
registers	3.02	0.0425
clock network	1.38	1.05
logic	0.255	0.596
metal layers:
metal / wire length (um) / track usage [%]
met3: 122000 / 19.8
met2: 399000 / 52.7
met5: 532 / 0.905
met4: 63600 / 21.0
met1: 307000 / 50.6
Power is estimated from default activity; no workload was simulated.
